File: flow/config.mk
export PLATFORM = sky130hd
export DESIGN_NAME = EXE_MEM
export DESIGN_NICKNAME = EXE_MEM
export VERILOG_FILES = /design/flow/design.v
export SDC_FILE = /design/flow/constraint.sdc
export NUM_CORES = 4
export LEC_CHECK = 1
export CORE_AREA = 10 10 213 213
export DIE_AREA = 0 0 223 223
File: flow/constraint.sdc
current_design EXE_MEM

set clk_period 1.0
set clk_io_pct 0.2

create_clock -name clk0 -period $clk_period [get_ports {CLK}]

set non_clock_inputs [all_inputs -no_clocks]
set_input_delay [expr $clk_period * $clk_io_pct] -clock clk0 $non_clock_inputs
set_output_delay [expr $clk_period * $clk_io_pct] -clock clk0 [all_outputs]
File: flow/design.v
`timescale 1ns / 1ps
module EXE_MEM(
    input CLK,RST,
    input [31:0] ID_EXE_IR,ID_EXE_B,EXE_ALURes,EXE_NPC_Branch,EXE_NPC_Jump,
    input [4:0] EXE_WA,
    input ID_EXE_Branch, ID_EXE_Jump, ID_EXE_MemWrite, ID_EXE_MemRead,
    input ID_EXE_RegWrite, ID_EXE_MemtoReg,EXE_Zero,
    output reg [31:0] EXE_MEM_IR,EXE_MEM_Y,EXE_MEM_B,
    output reg [31:0] EXE_MEM_NPC_Branch,EXE_MEM_NPC_Jump,
    output reg [4:0] EXE_MEM_WA,
    output reg EXE_MEM_Branch, EXE_MEM_Jump, EXE_MEM_Zero, EXE_MEM_MemWrite, EXE_MEM_MemRead,
    output reg EXE_MEM_RegWrite, EXE_MEM_MemtoReg
    );
    always@(negedge CLK)
    begin
        EXE_MEM_IR <= ID_EXE_IR;                EXE_MEM_Y <= EXE_ALURes;
        EXE_MEM_B <= ID_EXE_B;                  EXE_MEM_Zero <= EXE_Zero;
        EXE_MEM_NPC_Branch <= EXE_NPC_Branch;   EXE_MEM_NPC_Jump <= EXE_NPC_Jump;
        EXE_MEM_WA <= EXE_WA;
        EXE_MEM_Branch <= ID_EXE_Branch;        EXE_MEM_Jump <= ID_EXE_Jump;
        EXE_MEM_MemWrite <= ID_EXE_MemWrite;    EXE_MEM_MemRead <= ID_EXE_MemRead;
        EXE_MEM_RegWrite <= ID_EXE_RegWrite;    EXE_MEM_MemtoReg <= ID_EXE_MemtoReg;
    end    
endmodule
File: flow/run.sh
#!/bin/bash
# OpenROAD 26Q1-2900-gdf79404cd8, Yosys 0.63+post, stock flow scripts
make -C /OpenROAD-flow-scripts/flow DESIGN_CONFIG=/design/flow/config.mk WORK_HOME=/design/flow/orfs finish
==> results.toml <==
# synthesis and place-and-route metrics
[final_layout]
lay_top_count = "inv_1"
post-route-util = 0.194
logic_area_um2 = 0
fin_area_um2 = 7940
comb_cells = 0
drive_gt1_frac = 0.317
area_growth_pct = 130
most-common-layout-cells = "173 x inv_1, 172 x clkdlybuf4s50_1, 168 x buf_2, 146 x dfxtp_1, 26 x dfxtp_2"

[power]
leakagePower_uw = 0.00399
p_per_area_nw_per_um2 = 2170
irDropWorstVdd_v = 0.00150

[drt]
drt_first_pass_iters = 2
drt-total-wl_um = 14400
drt-initial-drc-count = 47
num_antenna_cells = 0
via_count = 3299
postRouteAntennaNets = 0
drc = 0
via_per_inst = 2.64
avgRoutedWirePerCell_um = 11.5

[clocking]
root_buffer = "clkbuf_16"
clock_sinks = 172
clk_path_buf_depth = 2
h-tree-depth = 4
post_cts_buffers = 0
cts_made_buffers = 17
hold_buffers = 0
clkTransAtPathRegs_ps = 40
cts_tree = "yes"

[final_timing]
setup_ws_ps = -606
setup_viol = 172
tightest_slew_ps = 226
hold_viol = 0
whs_ps = 653
setup-tns-final_ps = -97970
rsz0062_at_grt = "yes"
slew_headroom = 0.849
slew_violations = 0

[yosys]
synth_warnings = 1
synth.distinct_cells = 2
ys_seq_frac = 0.999
synthCells = 173
syn_area_um2 = 3450
ys_area_um2 = 3450
yosysTopAreaCell = "dfxtp_1"
netlist.area_leader.share = 0.999
syn_avg_cell_area_um2 = 19.9
synthTopCellsByArea = "dfxtp_1 100%, inv_1 0.11%"
synth_stat.cells = 173
ys.flops = 172

[global_route]
antenna_found_initial = 1
grt_max_degree = 17
grt_pass1_vias = 3928
grt_overflow_total = 0
grt_usage = 0.0559
grt_pass1_wl_um = 21100

[die]
die_area_um2 = 49700
die_x_um = 223
io-pin-count = 346
die_y_um = 223
coreArea_um2 = 40800
fp_util = 0.0844
rows = 74

[critical_path]
crit_family = "flip-flops"
cp.arrival_ps = 1410
path_cells = "buf_2"
max_stage_delay_ps = 300
cp_num_buf_inv = 1
end_kind = "output pin"
worst_path_max_delay_cell = "dfxtp_2"
path_class = "register to output pin"
startpoint_type = "register"
cp_data_required_time_ps = 800
cp_max_fo = 1

[run_status]
violations = "setup timing"
status = "finished, violations left"

[placed_design]
hpwlAfterDp_um = 11000
dpl-instance-area_um2 = 7560
io_buffers = 344
place_ws_ps = -601
place_congestion = 0.735

[hold_path]
hold_class = "primary input to register"

[job]
openroad.warnings = 200
drv_cap = 0
[report_power, final]
| part | leakage (uW) | switching (uW) | internal, uW |
|---|---|---|---|
| logic | 0.00136 | 184 | 812 |
| registers | 0.00145 | 74.0 | 7290 |
| clock network | 0.00119 | 4720 | 4130 |
[layout make-up]
| cell class | count | area (um^2) |
|---|---|---|
| fillers | 4396 | 32900 |
| flip-flops and latches | 172 | 3480 |
| repair buffers | 344 | 2610 |
| clock inverters | 186 | 761 |
| well taps | 532 | 666 |
| clock buffers | 17 | 425 |
[registers in the layout, indices dropped and copies added, names as in the netlist, 5 cells and up]
register,flops
EXE_MEM_WA,5
EXE_MEM_NPC_Branch,32
EXE_MEM_Y,32
EXE_MEM_B,32
EXE_MEM_NPC_Jump,32
EXE_MEM_IR,32
[final timing paths]
check | startpoint | endpoint | slack [ps] | cells past startpoint
max | EXE_MEM_NPC_Jump[22]$_DFF_N_ | EXE_MEM_NPC_Jump[22] | -610 | 1
min | EXE_NPC_Jump[30] | EXE_MEM_NPC_Jump[30]$_DFF_N_ | 650 | 1
[synth_stat cells]
| master | count |
|---|---|
| dfxtp_1 | 172 |
| inv_1 | 1 |
[routing by layer]
metal	track usage	routed length, um
met1	0.0440	4660
met2	0.0790	6470
met3	0.0613	2690
met4	0.0375	607
met5	0	0
[what timing repair did]
action / in CTS / in global routing
resized: 567 / 15
pin swaps: 0 / 0
endpoints found under the setup margin: 172 / 172
[per-stage QoR]
step	total power, uW	instances
global placement	9860	1049
detailed placement	9870	1049
floorplan	8410	173
global route	18800	1251
finish	17200	1251
CTS	17900	1251
[kinds of logic (layout without fill, tap and decap cells)]
| kind of cell | Yosys count | in the layout | share of synthesized area |
|---|---|---|---|
| buf+inv | 1 | 547 | 0.00109 |
| flops | 172 | 172 | 0.999 |
Power figures rest on the tool's default switching activity, not on a simulated workload.
